### ./config.mk
export PLATFORM = sky130hd
export DESIGN_NAME = alu32
export DESIGN_NICKNAME = alu32
export VERILOG_FILES = /design/flow/design.v
export SDC_FILE = /design/flow/constraint.sdc
export NUM_CORES = 4
export LEC_CHECK = 1
export CORE_UTILIZATION = 30
### ./constraint.sdc
current_design alu32

set clk_period 10.4
set clk_io_pct 0.2

create_clock -name clk0 -period $clk_period

set non_clock_inputs [all_inputs -no_clocks]
set_input_delay [expr $clk_period * $clk_io_pct] -clock clk0 $non_clock_inputs
set_output_delay [expr $clk_period * $clk_io_pct] -clock clk0 [all_outputs]
### ./design.v
module alu32(
input [15:0] a,
input [15:0] b,
input [2:0] aluOp,
output [15:0] out
);
wire [15:0] add_res, sub_res, and_res, or_res, slt_res, mult_res;
assign add_res = a + b;
assign sub_res = a - b;
assign and_res = a & b;
assign or_res = a | b;
assign slt_res = (a < b) ? 16'b1 : 16'b0;
assign mult_res = a * b;
assign out = (aluOp == 3'b000) ? add_res :
    (aluOp == 3'b001) ? sub_res :
    (aluOp == 3'b010) ? and_res :
    (aluOp == 3'b011) ? or_res :
    (aluOp == 3'b100) ? slt_res :
    (aluOp == 3'b101) ? mult_res :
    16'b0;
endmodule
### ./run.sh
#!/bin/bash
# OpenROAD 26Q1-2900-gdf79404cd8, Yosys 0.63+post, stock flow scripts
make -C /OpenROAD-flow-scripts/flow DESIGN_CONFIG=/design/flow/config.mk WORK_HOME=/design/flow/orfs finish
==> metrics.cfg <==
[power_and_ir_drop]
swShare_pct=53.3
seq_power_share_pct=0
p_int_mw=0.621
pwr-share-comb_pct=100.0
p_sw_mw=0.708
p_per_area_nw_per_um2=185
leakage_nw=3.66
clockPowerShare_pct=0
max-vdd-ir-drop_mv=0.140

[routing]
vias=5616
drc=0
avgRoutedWirePerCell_um=17.1
initialDrtViolationCount=289
drt_first_pass_iters=4
routed_via_density=4.89
drt_wl_total_um=19600
diodes=0
final_antenna_net_count=0

[yosys]
yosys.area_share.xor_xnor_pct=7.41
aoi_share_pct=16.9
synth_warnings=0
yosysTopAreaCell=fa_1
ys_top_cells_by_count=inv_1, nor2_1, ha_1
ys_chip_area_um2=5950
ys_sh_simple_pct=16.0
top_logic_kind=adder cells
netlist_area_um2=5950
ys_cells=796
synth_top_area_share_pct=27.6
synth.area.mux_share_pct=0.168
synthAdderAreaFrac_pct=48.0
yosys.cell_count.top_type=inv_1
avgSynthCellArea_um2=7.47
synthTopCellsByArea=fa_1, ha_1, inv_1, nor2_1, nand2_1
ys_seq_share_pct=0
synthCells=796
ys_types=54

[final_layout]
fillers=2095
seqCellArea_um2=0
area_growth_pct=21.1
nClkBuffers=0
final_cells=1149
drive_gt1_share_pct=9.16
seq_cells=0

[setup_path]
startpoint_type=input pin
endpoint=out[15]
crit_arrival_ns=8.08
crit_path_start=b[6]
worstSetupEndpointType=output pin
cp_max_fo=4
critical_path_class=in2out
critPathRequiredTime_ns=8.32

[final_timing]
fin_crit_sh_pct=97.7
setup_viol_count_final=0
worstMarginPinSlew_ns=0.873
hold_violations=0
slew_violations=0
period_minus_slack_ns=10.16
rsz0062_at_grt=no
setup_tns_ns=0
relSlewSlack_pct=41.0
max_freq_ghz=0.0984

[job]
warnings=64
drv_cap=0

[grt]
antenna_found_initial=0
overflow=0
grt_usage_pct=20.9
grt_max_degree=41
grt_pass1_vias=5717
grt_pass1_wl_um=31000

[placement]
dp.cells=1149
portBuffers=51
gp_congestion=1.00
place_hpwl_um=16800

[run_status]
outcome=completed

[floorplan]
die-area_um2=20400
fp_util_pct=30.6
core_um2=19500
die_w_um=143
ioPinCount=51
fp-row-count=51
die_h_um=143

[worst_hold_path]
hold_path.class=in2out

[clock_tree]
postCtsSetupRepairBufs=0
holdBufCountCts=0

[worst min path at each step]
stage,depth (start not counted),startpoint,end,slack [ns]
final,5,b[9],out[9],5.30
after CTS,5,aluOp[0],out[7],5.42
after global routing,5,a[12],out[12],5.40
[metrics by stage]
| stage | setup slack [ns] | hold WS [ns] | util (%) | power [mW] | area (um^2) |
|---|---|---|---|---|---|
| final | 0.242 | 5.30 | 37.0 | 1.33 | 7200 |
| after global routing | 0.000994 | 5.40 | 37.0 | 1.50 | 7200 |
| after CTS | 0.00720 | 5.42 | 36.7 | 1.33 | 7140 |
| after detailed placement | 0.00428 | 5.42 | 36.7 | 1.32 | 7150 |
| after global placement | 0.0453 | 5.42 | 36.7 | 1.31 | 7150 |
| after floorplan | 1.16 | 4.36 | - | 0.937 | 5950 |
[worst max-delay path, stage by stage]
cell and delay [ns]:
clkdlybuf4s50_1 0.48, buf_4 0.19, ha_1 0.22, fa_1 0.51
inv_1 0.06, fa_1 0.48, inv_1 0.05, fa_1 0.48
fa_1 0.50, fa_1 0.49, inv_1 0.05, fa_1 0.47
inv_1 0.06, ha_1 0.35, o2111ai_1 0.16, a21oi_1 0.12
or3_1 0.37, a21boi_1 0.20, o22ai_1 0.11, a31o_1 0.24
clkdlybuf4s50_1 0.40
[layout by cell type (no fill, tap or decap), types with 10 or more instances in the layout]
cell,count
buf_4,56
nor2_1,102
fa_1,81
nor3_1,12
nand2_1,84
inv_1,150
a21oi_1,48
o22ai_1,10
o21ai_0,33
clkdlybuf4s50_1,39
xor2_1,10
ha_1,97
dlymetal6s2s_1,11
xnor2_1,33
[power groups by stage]
stage	Sequential, mW	Combinational (mW)	Clock (mW)
after CTS	0	1.33	0
after global routing	0	1.50	0
final	0	1.33	0
[kinds of logic (layout without fill, tap and decap cells)]
kind of cell | after synthesis | after routing
AOI/OAI and AO/OA | 160 | 160
xor gates and xnor gates | 47 | 47
and+or+nand+nor | 229 | 229
muxes | 1 | 1
buffers and inverters | 180 | 268
adders and majority gates | 179 | 179
[area by class of cell]
type                            instances  area [um^2]  share of cell area, %
Timing Repair Buffer                  108          977                   13.6
Inverter                              160          601                   8.34
Multi-Input combinational cell        616         5290                   73.5
Tap cell                              265          332                   4.60
[per-layer routing]
metal,share of wire (%),track usage (%)
met1,45,29.2
met2,44,31.9
met3,8.3,6.45
met4,2.4,5.15
met5,0,0
[what timing repair did]
item / in CTS / in global routing
setup endpoints to repair: 1 / 6
gates resized: 1 / 27
pin swaps: 0 / 2
Power figures rest on the tool's default switching activity, not on a simulated workload.
